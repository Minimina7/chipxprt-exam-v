$ cat design.v
`timescale 1ns / 1ps
module bit4adder(
input logic cin,
input logic [3:0] A,
input logic [3:0] B,
output logic [3:0] S,
output logic Cout
    );
    logic [4:0] sum;
    assign sum = A + B + cin;
    assign S = sum[3:0];
    assign Cout = sum[4];
endmodule
`timescale 1ns / 1ps
module task3(
input logic [7:0] A,
input logic [7:0] B,
input logic cin,
output logic [7:0] sum,
output logic cout
    );
    logic c;
bit4adder add1(
 .cin(cin),
 .A(A[3:0]),
 .B(B[3:0]),
 .S(sum[3:0]),
 .Cout(c)
    );
    bit4adder add2(
 .cin(c),
 .A(A[7:4]),
 .B(B[7:4]),
 .S(sum[7:4]),
 .Cout(cout)
    );
endmodule
$ cat constraint.sdc
current_design task3

set clk_period 7.7
set clk_io_pct 0.2

create_clock -name clk0 -period $clk_period

set non_clock_inputs [all_inputs -no_clocks]
set_input_delay [expr $clk_period * $clk_io_pct] -clock clk0 $non_clock_inputs
set_output_delay [expr $clk_period * $clk_io_pct] -clock clk0 [all_outputs]
$ cat run.sh
#!/bin/bash
# OpenROAD 26Q1-2900-gdf79404cd8, Yosys 0.63+post, stock flow scripts
make -C /OpenROAD-flow-scripts/flow DESIGN_CONFIG=/design/flow/config.mk WORK_HOME=/design/flow/orfs finish
$ cat config.mk
export PLATFORM = sky130hd
export DESIGN_NAME = task3
export DESIGN_NICKNAME = task3
export VERILOG_FILES = /design/flow/design.v
export SDC_FILE = /design/flow/constraint.sdc
export NUM_CORES = 4
export LEC_CHECK = 1
export CORE_AREA = 10 10 70 70
export DIE_AREA = 0 0 80 80
==> results_slide.txt <==
Synthesis and Place & Route Summary

Outcome
  • Status: finished, final reports clean

Final layout
  • Reg area: 0 µm²
  • Fin util: 17.6%
  • Fillcell total: 389
  • # clk buffers: 0
  • Fraction of layout cells with a size suffix above 1: 1.72%
  • Post-route cell area: 602 µm²
  • P&R area growth vs syn: 112%
  • Sequential cells: 0

Worst setup path
  • Maximum fanout along the worst path: 2
  • CP peak stage delay: 0.46 ns
  • Crit path DAT: 4.43 ns
  • CP endpoint kind: output pin
  • Crit-path cells: clkdlybuf4s50_1 > inv_1 > fa_1 > inv_1 > fa_1 > a21o_2 > a21o_1 > fa_1 > inv_1 > fa_1 > inv_1 > clkdlybuf4s50_1
  • Slowest cell on crit path: clkdlybuf4s50_1
  • Crit Path Class: in -> out
  • Worst Setup Start Kind: primary input
  • Req. time, crit path: 6.16 ns

Power
  • Leak Pwr: 0.276 nW
  • Largest vdd supply drop: 0.0284 mV
  • Pwr dens: 74.3 nW/µm²
  • Power Total: 44.7 µW

Routing
  • M1 WL: 431 µm
  • Drt via density: 2.82
  • DR WL met2: 291 µm
  • DRT antenna net count: 0
  • DRT Wirelength: 906 µm
  • Routed len/inst: 8.71 µm
  • Remaining DRCs: 0
  • Iter 0 DRT Violations: 1
  • Top metal layer carrying routed signals: met3
  • Met3 wire len: 183 µm
  • Drt first pass iters: 2
  • Ant. Diodes: 0
  • Via Count: 293

Synth
  • Register share after synthesis: 0%
  • Ys Warns: 0
  • Cell Type Count: 12
  • Max-area cell share: 28.2%
  • Mapped cell area: 284 µm²
  • Post-Synthesis Cells: 32
  • Yosys top cell by area: fa_1
  • Yosys chip area: 284 µm²
  • Cells in synth_stat.txt: 32
  • Syn avg cell area: 8.88 µm²
  • Top cells, area: fa_1, ha_1, inv_1

Worst hold path
  • Hold/Removal Path Class: in -> out

Timing
  • RSZ-0062 raised after global routing: false
  • Final setup margin: 1.73 ns
  • Fin crit share: 77.6%
  • Slew Limit Fails: 0
  • Fin crit period: 5.97 ns
  • Slew headroom: 87.9%
  • Setup_tns: 0 ns
  • Setup-failing EPs final: 0
  • Least-Margin Pin Slew: 0.181 ns
  • Peak Freq: 167 MHz
  • Final Hold Viols: 0

Clock network
  • # hold bufs at CTS: 0
  • PostCTS Resize Cnt: 0
  • Post-CTS setup buffers: 0

Global route
  • Vias in the first global route: 333
  • Overall Global Routing Usage: 2.57%
  • First-pass GRT wire length: 1.39 mm
  • Total gr overflow: 0
  • Largest net degree at the start of global routing: 5
  • Initial antenna violation count: 0

Floorplan
  • Core Box Area: 3420 µm²
  • Std-Cell Rows: 21
  • Die width: 80 µm
  • Die height: 80 µm
  • Io pins: 26
  • FP Core Util: 8.32%
  • Die Size: 6400 µm²

Run
  • Max cap viols: 0
  • Total tool warning count: 32

Placement
  • Placed cell areas: 602 µm²
  • Pre-CTS setup slack: 1.69 ns
  • GPL Wtd Cong: 0.734
  • IO Port Bufs: 26
  • Hpwl dp: 860 µm
per-stage QoR:
step                hold WS [ns]  instances
global placement            4.13        104
finish                      4.13        104
global route                4.19        104
detailed placement          4.15        104
CTS                         4.15        104
floorplan                   3.19         32
cell type report:
cell class	instances	area (µm²)	share of cell area [%]
multi-input cells	23	250	41.6
well taps	46	57.6	9.56
inverters	9	33.8	5.61
repair buffers	26	260	43.2
synth_stat cells:
library cell and n:
a21oi_1 1, nand2b_1 1, a21o_1 3, xor2_1 1
a31oi_1 1, nor2b_1 1, xnor2_1 3, inv_1 9
fa_1 4, a21o_2 1, ha_1 6, o21ai_0 1
layout by cell type, fill, tap and decap left out:
cell / netlist / routed
a21o_1: 3 / 3
a21o_2: 1 / 1
a21oi_1: 1 / 1
a31oi_1: 1 / 1
clkdlybuf4s50_1: 0 / 26
fa_1: 4 / 4
ha_1: 6 / 6
inv_1: 9 / 9
nand2b_1: 1 / 1
nor2b_1: 1 / 1
o21ai_0: 1 / 1
xnor2_1: 3 / 3
xor2_1: 1 / 1
critical path: cells and delay by family:
kind	cells	cell delay (ns)
AND-OR/OR-AND	2	0.40
adder cells (fa/ha/maj)	4	1.35
buffers and inverters	6	1.13
worst paths after layout:
check | end | startpoint | cells after the start
setup / recovery | sum[5] | A[0] | 12
hold / removal | sum[0] | cin | 5
where the power goes:
| group | leakage, nW | switching, mW | internal, mW |
|---|---|---|---|
| Combinational | 0.276 | 0.0132 | 0.0315 |
| Clock | 0 | 0 | 0 |
| Sequential | 0 | 0 | 0 |
routing by layer:
metal  track usage, %  up-vias
met3             1.59        0
met2             3.53       24
met5                0        -
met4                0        0
met1             3.54      115
li1                 -      154
cells by family after synthesis:
group                      after synthesis  synth area share [%]
AOI/OAI and AO/OA                        7                  16.7
adders and majority gates               10                  54.6
xor gates and xnor gates                 4                  12.3
buffers and inverters                    9                  11.9
and+or+nand+nor                          2                  4.41
No activity file was given, so power comes from the tool's default toggle rates.
