==> design/flow/config.mk <==
export PLATFORM = sky130hd
export DESIGN_NAME = K2_process
export DESIGN_NICKNAME = K2_process
export VERILOG_FILES = /design/flow/design.v
export SDC_FILE = /design/flow/constraint.sdc
export NUM_CORES = 4
export LEC_CHECK = 1
export CORE_UTILIZATION = 40
==> design/flow/constraint.sdc <==
current_design K2_process

set clk_period 5.3
set clk_io_pct 0.2

create_clock -name clk0 -period $clk_period [get_ports {clk}]

set non_clock_inputs [all_inputs -no_clocks]
set_input_delay [expr $clk_period * $clk_io_pct] -clock clk0 $non_clock_inputs
set_output_delay [expr $clk_period * $clk_io_pct] -clock clk0 [all_outputs]
==> design/flow/design.v <==
`timescale 1ns / 1ps
module ALU_A1 #(parameter bits = 8)(
input logic [bits - 1 : 0]RA,
input logic [bits - 1 : 0]RB,
input logic s,
output logic [bits - 1 : 0]out,
output logic carry_out
    );
logic [bits:0] result; 
always @ (*)
begin
    if (s==0)
    begin
        result = RA + RB ;
        out = result[bits - 1:0];
        carry_out = result[bits];
    end
    else if (s==1)
    begin
        result = RA - RB ;
        out = result[bits-1:0];
    end
end
endmodule
`timescale 1ns / 1ps
module K2_process # (parameter bits = 8)(
input logic reset,
input logic clk,
output logic [bits-1:0] RAout,
output logic [bits-1:0] RBout,
output logic [bits-1:0] result
    );
    logic J, carry, enmux1, carryff;
    logic [2:0] immediate;
    logic [3:0] enReg, counter;
    logic [7:0] instructions;
    logic [bits -1 :0] ALUout, MUXimalu, MUXra, MUXrb; 
    progran_counter #(.bits(bits)) PC(.clk(clk), 
                                      .reset(reset), 
                                      .en(enmux1),
                                      .imm(immediate),
                                      .count(counter));
    Memory ROM (.address(counter), .instruction(instructions));
    assign immediate = instructions[2:0];
    MUX_A1 #(.bits(bits)) MUXimmorALU(.S_reg(instructions[3]), .firstIn(ALUout), .SecondIn({{bits-3{1'b0}}, immediate}), .mux_out(MUXimalu));
    decoder_2to4_A1 decod(.D(instructions[5:4]) , .en(enReg));
    Reg_A1 #(.bits(bits)) RA(.clk(clk), .reset(reset), .en(enReg[0]), .D(MUXimalu), .q(RAout));
    Reg_A1 #(.bits(bits)) RB(.clk(clk), .reset(reset), .en(enReg[1]), .D(MUXimalu), .q(RBout));
    Reg_A1 #(.bits(bits)) RO(.clk(clk), .reset(reset), .en(enReg[2]), .D(RAout), .q(result));
    MUX_A1 #(.bits(bits)) MUXratoALU(.S_reg(instructions[1]), .firstIn(RAout), .SecondIn(8'b00000000), .mux_out(MUXra));
    MUX_A1 #(.bits(bits)) MUXrbtoALU(.S_reg(instructions[0]), .firstIn(RBout), .SecondIn(RAout), .mux_out(MUXrb));
    ALU_A1 #(.bits(bits)) ALU(.RA(MUXra), .RB(MUXrb), .s(instructions[2]), .out(ALUout), .carry_out(carry));
    flip_flop carry1(.clk(clk), .reset(reset), .d(carry), .q(carryff));
    assign C = instructions[6] & carryff;
    assign J = instructions[7];
    assign enmux1 = C | J;
endmodule
`timescale 1ns / 1ps
module MUX_A1 #(parameter bits = 8)(
input logic S_reg,                              
input logic [bits - 1 : 0]firstIn,                  
input logic [bits - 1 : 0]SecondIn,         
output logic [bits - 1 : 0]mux_out
    );
always @ (S_reg, firstIn, SecondIn)
begin 
    if (S_reg)
       mux_out = SecondIn;
    else   
       mux_out = firstIn;
end
endmodule
`timescale 1ns / 1ps
module Memory (
input logic [3: 0]address,
output logic [7: 0]instruction
    );
always @ (address)
    case (address) 
        4'b0000: instruction = 8'b00011100;        
        4'b0001: instruction = 8'b00000010;        
        4'b0010: instruction = 8'b00000001;        
        4'b0011: instruction = 8'b00010011;        
        4'b0100: instruction = 8'b10110000;        
        default: instruction = 8'b00111000;
    endcase
endmodule
`timescale 1ns / 1ps
module Reg_A1 # (parameter bits = 8)(
input logic en,
input logic reset,
input logic clk,
input logic [bits - 1 : 0]D,
output logic [bits - 1 : 0]q
    );
always @ (posedge clk or negedge reset)     
begin
    if (!reset)  
        q <= 0;
    else if (en)
        q <= D;   
end
endmodule
`timescale 1ns / 1ps
module decoder_2to4_A1(
input logic [1:0]D,
output logic [3:0]en
    );
always @ (D)
    case (D)
        2'b00: en = 4'b0001;    
        2'b01: en = 4'b0010;    
        2'b10: en = 4'b0100;    
        default: en = 4'b1000;
    endcase
endmodule
`timescale 1ns / 1ps
module flip_flop(
input logic clk,
input logic reset,
input logic d,
output logic q
    );
    always @(posedge clk , negedge reset)
    begin
        if(!reset)
            q <= 0;
        else
            q <= d;
    end
endmodule
`timescale 1ns / 1ps
module progran_counter #(parameter bits = 8)(
input logic clk,
input logic [2:0]imm,
input logic en,
input logic reset,
output logic [bits - 1 : 0] count
    );
always  @(posedge clk or negedge reset)
begin
    if (!reset)  
        count <= 0;
    else if (!en)
        count <= count + 1;
    else
        count <= imm;
end
endmodule
==> design/flow/run.sh <==
#!/bin/bash
# OpenROAD 26Q1-2900-gdf79404cd8, Yosys 0.63+post, stock flow scripts
make -C /OpenROAD-flow-scripts/flow DESIGN_CONFIG=/design/flow/config.mk WORK_HOME=/design/flow/orfs finish
==> flow_metrics.rpt <==
IMPLEMENTATION SUMMARY REPORT
----------------------------------------------------
[Run status]
  Result of the run ........................ finished clean

[Synthesis]
  Sequential area share after synthesis ........................ 39.2%
  Unique cell type count in the Yosys netlist ........................ 44
  Most instantiated flip-flop cell in the synthesis netlist ........................ dfrtp_1
  Count of state elements after synthesis ........................ 28
  Most repeated cell in the gate-level netlist after synthesis ........................ dfrtp_1
  Number of enable flip-flop cells ........................ 0
  Fraction of post-synthesis cell area in the top cell type by area ........................ 39.2%
  Mean instance size in the synthesized netlist ........................ 9.42 um2
  Commonest cells in the netlist ........................ 28 x dfrtp_1, 23 x nand2_1, 22 x o21ai_0
  Post-synth area hogs ........................ dfrtp_1 39%, ha_1 7.7%, o21ai_0 6.2%
  Number of warnings issued by yosys ........................ 9
  # Cells Yosys ........................ 190
  Proportion of register bits with asynchronous set or reset after synthesis ........................ 100%
  Number of instances in the synthesized netlist ........................ 190
  Most area-hungry cell type in the Yosys netlist ........................ dfrtp_1
  Cell area after synthesis ........................ 0.00179 mm2
  Chip area in the Yosys report ........................ 0.00179 mm2

[Worst setup path]
  Worst-case reg-to-reg path depth ........................ 13
  Type of destination of the critical path ........................ flop
  Worst endpoint data arrival time ........................ 4.41 ns
  CP Launch Type ........................ flop
  Maximum net fanout on the critical path ........................ 16
  Required time of the critical path ........................ 5.47 ns
  Worst Setup Path Type ........................ reg -> reg

[Layout]
  Synthesis-to-finish area growth ........................ 18.6%
  Area of the multi-input gates ........................ 0.00100 mm2
  Filler instances ........................ 387
  Flip-flop and latch area ........................ 701 um2
  Fraction of layout cells with a size suffix above 1 ........................ 9.22%

[Hold path]
  Worst Hold Path Cells ........................ 0
  Path class of the lowest-slack min-delay path ........................ reg -> reg

[Placement]
  Post-placement worst setup slack ........................ 1.08 ns
  Number of port buffers ........................ 25
  Routability Congestion ........................ 0.873
  Post-DP HPWL ........................ 2720 um

[Pwr]
  Maximum vdd ir drop ........................ 119 uV
  Static Leakage ........................ 0.000971 uW
  Power Dens Cells ........................ 181 mW/mm2

[Route]
  Wire length reported by the detailed router ........................ 3710 um
  Wire length per cell after detailed routing ........................ 14.5 um
  N_diodes ........................ 0
  Vias per std cell ........................ 5.46
  Vias after detailed routing ........................ 1397
  Detailed-routing iteration count for the pre-antenna-repair pass ........................ 4
  Starting DRC count in detailed routing ........................ 49
  # DRC ........................ 0
  Number of routed nets with antenna violations ........................ 0

[Final timing]
  Worst Tran Pin Value ........................ 0.779 ns
  Portion of the clock cycle consumed by the worst path in the final layout ........................ 80.1%
  Total Neg Setup Slack ........................ 0 ns
  Final worst-path setup slack ........................ 1.05 ns
  Final count of pins violating max slew ........................ 0
  RSZ-0062 raised after global routing ........................ no
  Hold violation count in the final report ........................ 0
  Maximum clock skew at final layout ........................ 0.00640 ns
  Worst-case headroom to the max-slew limit ........................ 47.7%
  Final min period ........................ 4.25 ns
  Max Freq ........................ 236 MHz
  Finish-stage setup viols ........................ 0

[GRT]
  Total routing usage reported by global routing ........................ 18.6%
  GR Overflow Total ........................ 0
  Global-route wire length before repair ........................ 6400 um
  Via count of the first global-routing pass ........................ 1347
  Initial antenna violation count ........................ 0
  Largest net degree at the start of global routing ........................ 29

[Clock network]
  Clock Sink Count ........................ 28
  Clk Latency, worst-skew pair ........................ 0.27 ns
  Buffer count from post-CTS setup fixing ........................ 0
  Clock tree from TritonCTS ........................ done
  Count of hold buffers inserted by post-cts repair ........................ 0
  Maximum clock path buffer count ........................ 2
  Clock root buffer ........................ clkbuf_8
  H-tree levels ........................ 1
  Resized Gates After CTS ........................ 0
  CTS Buf Count ........................ 3
  Clock-pin slew on the worst setup and hold paths ........................ 0.10 ns

[Floorplanning]
  Core Box Area ........................ 0.00414 mm2
  Fraction of the core area occupied by cells at floorplan ........................ 43.2%
  Total number of placement rows ........................ 23
  Chip area ........................ 0.00474 mm2
  Vertical die size ........................ 68.9 um
  Die W ........................ 68.9 um
  Boundary Pins ........................ 26

[Flow run]
  OpenROAD warning count ........................ 28
  Max-cap violation count ........................ 0

----------------------------------------------------
-- per-layer routing --
layer | GRT usage (%) | up-vias | wire length [um]
met5 | 0 | - | 0
met4 | 2.81 | 0 | 31
met3 | 2.17 | 4 | 159
met2 | 27.5 | 36 | 1670
met1 | 31.0 | 663 | 1850
li1 | - | 694 | -
-- placed cells by master (no fill, tap or decap), drive strengths merged, types with 2 or more instances in the layout --
cell / instances
xor2: 4
dfrtp: 28
nor2b: 3
buf: 2
clkdlybuf4s50: 25
a21oi: 4
nand2b: 2
a22o: 2
clkbuf: 3
and3: 2
and2: 7
nor4: 2
or4: 3
mux2: 6
nor2: 8
a21o: 2
xnor2: 8
o31ai: 5
o21ai: 25
nand2: 23
or3: 4
nor3: 2
mux2i: 2
ha: 11
o21a: 5
inv: 5
-- flip-flops by register name (all words and copies together) (netlist names) --
signal    flops
RA.q          8
RO.q          8
PC.count      4
RB.q          8
-- critical path, cell delays in order, from the launching register on --
cell and delay (ns):
dfrtp_1 0.44, ha_1 0.30, o21ai_2 0.51, mux2_2 0.42, and2_1 0.17, xnor2_1 0.25
inv_1 0.07, ha_1 0.26, nor2b_1 0.13, o31a_1 0.27, or4_1 0.41, a31oi_1 0.21
xnor3_1 0.43, mux2_2 0.27
-- layout make-up --
| class | count | area share, % |
|---|---|---|
| Multi-Input combinational cell | 142 | 47.3 |
| Sequential cell | 28 | 33.0 |
| Timing Repair Buffer | 27 | 12.5 |
| Tap cell | 50 | 2.95 |
| Clock buffer | 3 | 1.95 |
| Clock inverter | 1 | 1.42 |
| Inverter | 5 | 0.884 |
-- worst paths after layout --
path,start,end,slack [ns]
max in group asynchronous,reset,RB.q[1],3.88
worst max-delay path,PC.count[0],RA.q[7],1.05
worst max register to register,PC.count[0],RA.q[7],1.05
min in group asynchronous,reset,RO.q[1],1.15
worst min register to register,RO.q[3],RO.q[3],0.38
worst min-delay path,RO.q[3],RO.q[3],0.38
-- report_power, final --
group | switching, uW | leakage, uW | internal, uW
Sequential | 0 | 0.000373 | 213
Clock | 64.3 | 0.0000357 | 101
Combinational | 3.97 | 0.000562 | 1.13
-- through the flow --
stage / total power [uW] / hold WS [ns] / util, % / cell area, um2 / std cells
2_1_floorplan: 218 / 0.405 / - / 1790 / 190
3_3_place_gp: 223 / 0.364 / 49.5 / 2050 / 252
3_5_place_dp: 223 / 0.364 / 49.5 / 2050 / 252
4_1_cts: 389 / 0.387 / 51.2 / 2120 / 256
5_1_grt: 399 / 0.397 / 51.2 / 2120 / 256
6_report: 384 / 0.382 / 51.2 / 2120 / 256
-- logic make-up after synthesis --
logic type | count (synthesis) | share of synthesized area (%)
AND-OR/OR-AND | 49 | 17.3
XOR/XNOR | 13 | 7.13
adder cells (fa/ha/maj) | 12 | 8.81
buffers and inverters | 20 | 4.76
flip-flops | 28 | 39.2
multiplexers | 8 | 4.89
AND/OR/NAND/NOR | 60 | 17.9
Power is estimated from default activity; no workload was simulated.
