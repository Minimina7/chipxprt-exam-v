**flow/run.sh**
```bash
#!/bin/bash
# OpenROAD 26Q1-2900-gdf79404cd8, Yosys 0.63+post, stock flow scripts
make -C /OpenROAD-flow-scripts/flow DESIGN_CONFIG=/design/flow/config.mk WORK_HOME=/design/flow/orfs finish
```
**flow/config.mk**
```make
export PLATFORM = sky130hd
export DESIGN_NAME = task4
export DESIGN_NICKNAME = task4
export VERILOG_FILES = /design/flow/design.v
export SDC_FILE = /design/flow/constraint.sdc
export NUM_CORES = 4
export LEC_CHECK = 1
export CORE_AREA = 10 10 72 72
export DIE_AREA = 0 0 82 82
```
**flow/constraint.sdc**
```tcl
current_design task4

set clk_period 6.1
set clk_io_pct 0.2

create_clock -name clk0 -period $clk_period

set non_clock_inputs [all_inputs -no_clocks]
set_input_delay [expr $clk_period * $clk_io_pct] -clock clk0 $non_clock_inputs
set_output_delay [expr $clk_period * $clk_io_pct] -clock clk0 [all_outputs]
```
**flow/design.v**
```verilog
`timescale 1ns / 1ps
module bit4adder(
input logic cin,
input logic [3:0] A,
input logic [3:0] B,
output logic [3:0] S,
output logic Cout
    );
    logic [4:0] sum;
    assign sum = A + B + cin;
    assign S = sum[3:0];
    assign Cout = sum[4];
endmodule
`timescale 1ns / 1ps
module task4(
input logic [4:0] A,
input logic [4:0] B,
output logic [7:0] sum
    );
    logic ab01, ab02, ab03 , ab10,ab11,ab12,ab13,ab20,ab21,ab22,ab23,ab30,ab31,ab32,ab33;
    logic c1,c2,c3;
    logic [3:0] res1,res2;
    and(ab01, A[1], B[0]);
    and(ab02, A[2], B[0]);
    and(ab03, A[3], B[0]);
    and(ab10, A[0], B[1]);
    and(ab11, A[1], B[1]);
    and(ab12, A[2], B[1]);
    and(ab13, A[3], B[1]);
    and(ab20, A[0], B[2]);
    and(ab21, A[1], B[2]);
    and(ab22, A[2], B[2]);
    and(ab23, A[3], B[2]);
    and(ab30, A[0], B[3]);
    and(ab31, A[1], B[3]);
    and(ab32, A[2], B[3]);
    and(ab33, A[3], B[3]);
    assign sum[0] = A[0] & B[0];  
    bit4adder add1(
 .cin(1'b0),
 .A({0,ab03,ab02,ab01}),
 .B({ab13,ab12,ab11,ab10}),
 .S(res1),
 .Cout(c1)
    );
assign sum[1] = res1[0];  
    bit4adder add2(
 .cin(1'b0),
 .A({c1,res1[3:1]}),
 .B({ab23,ab22,ab21,ab20}),
 .S(res2),
 .Cout(c2)
    );
assign sum[2] = res2[0];  
    bit4adder add3(
 .cin(1'b0),
 .A({c2,res2[3:1]}),
 .B({ab33,ab32,ab31,ab30}),
 .S(sum[6:3]),
 .Cout(sum[7])
    );
endmodule
```
==> insert_results.sql <==
-- implementation run metrics
INSERT INTO impl_metrics (metric_group, metric, value, unit) VALUES
('timing', 'timing.slew.headroom', '87.7', '%'),
('cts', 'cts_repair_resize_count', '0', ''),
('final_layout', 'clock_buffers', '0', ''),
('critical_path', 'crit_arrival', '4.68', 'ns'),
('synthesis', 'synth.top_cells.by_count', '14 x sky130_fd_sc_hd__and2_1, 11 x sky130_fd_sc_hd__ha_1, 5 x sky130_fd_sc_hd__a21o_1', ''),
('placement', 'post_dp_cell_area', '671', 'sq um'),
('global_route', 'antenna_violations_before_repair', '0', ''),
('synthesis', 'simple_gate_share', '24.3', '%'),
('route', 'detailedRoute.firstIterationViolations', '12', ''),
('timing', 'hold-worst-slack', '3.44', 'ns'),
('placement', 'dpl.hpwl', '1000', 'um'),
('status', 'run_status', 'finished, final reports clean', ''),
('synthesis', 'syn_area', '458', 'sq um'),
('global_route', 'grt_pass1_vias', '438', ''),
('min_path', 'hp-start', 'B[0]', ''),
('final_layout', 'layout.area.seq', '0', 'sq um'),
('timing', 'max_slew.worst_pin.slew', '0.183', 'ns'),
('timing', 'number_of_hold_violations_in_the_final_report', '0', ''),
('global_route', 'grtUsageTotal', '3.29', '%'),
('critical_path', 'cp.required', '4.88', 'ns'),
('floorplanning', 'design.core.area', '3690', 'sq um'),
('placement', 'placement.io_buffers', '16', ''),
('cts', 'post_cts_hold_buffer_count', '0', ''),
('final_layout', 'share_of_layout_cells_above_drive_strength_1', '7.25', '%'),
('route', 'vias_per_cell', '3.38', ''),
('floorplanning', 'die_x', '82', 'um'),
('final_layout', 'area_delta_synth_final', '49.7', '%'),
('synthesis', 'synth_largest_type_area_fraction', '30.1', '%'),
('placement', 'pre_cts_ws', '0.122', 'ns'),
('synthesis', 'largest_area_cell', 'sky130_fd_sc_hd__ha_1', ''),
('timing', 'grt_setup_unrepaired', 'false', ''),
('min_path', 'hp-class', 'in -> out', ''),
('route', 'drtPass1Iterations', '2', ''),
('synthesis', 'post_synth_mux_area_share', '0', '%'),
('min_path', 'hold_crit_endpoint', 'sum[0]', ''),
('global_route', 'maximum_number_of_pins_on_one_net_before_global_route_repair', '5', ''),
('synthesis', 'synth.cellmix.adderShare', '43.2', '%'),
('timing', 'slew_violations', '0', ''),
('timing', 'timing.final.crit_share', '96.6', '%'),
('timing', 'min_setup_slack_post_route', '0.205', 'ns'),
('final_layout', 'finalCoreUtilization', '18.6', '%'),
('timing', 'setup_total_negative_slack', '0', 'ns'),
('synthesis', 'ys_area', '458', 'sq um'),
('pwr', 'irDropWorstVdd', '0.0000250', 'V'),
('synthesis', 'synth_warnings', '1', ''),
('floorplanning', 'core_util_floorplan', '12.4', '%'),
('flow_run', 'maxCapViolCount', '0', ''),
('timing', 'finalCriticalPeriod', '5.90', 'ns'),
('route', 'insertedDiodeCount', '0', ''),
('critical_path', 'timing_worst_setup_path_type', 'in -> out', ''),
('synthesis', 'netlist-cell-type-count', '15', ''),
('synthesis', 'seq_area_frac_synth', '0', '%'),
('synthesis', 'synthXorXnorAreaFrac', '11.5', '%'),
('timing', 'final-setup-viol-count', '0', ''),
('critical_path', 'critical_path.endpoint_type', 'output port', ''),
('route', 'routed_wl', '1040', 'um'),
('synthesis', 'synthCells', '54', ''),
('route', 'detail_route.drc_violations', '0', ''),
('route', 'route.detailed.wl_per_inst', '8.86', 'um'),
('synthesis', 'average_size_of_a_mapped_cell', '8.48', 'sq um'),
('route', 'vias', '396', ''),
('critical_path', 'worstSetupStartpointType', 'input port', ''),
('synthesis', 'cell_count_listed_in_synth_stat_txt', '54', ''),
('pwr', 'power_density', '95.6', 'nW/um^2'),
('global_route', 'wire_length_of_the_first_global_routing_pass', '1880', 'um'),
('synthesis', 'yosys-top-cells-area', 'sky130_fd_sc_hd__ha_1 30%, sky130_fd_sc_hd__and2_1 19%, sky130_fd_sc_hd__fa_1 13%, sky130_fd_sc_hd__a21o_1 8.2%, sky130_fd_sc_hd__a21oi_2 5.7%', ''),
('flow_run', 'warning_count', '34', ''),
('pwr', 'leakage_power', '0.343', 'nW'),
('timing', 'fmaxAchievable', '170', 'MHz'),
('placement', 'gpl.final_weighted_congestion', '0.759', ''),
('floorplanning', 'io_pins', '18', '');
## critical path: stages
cell                              delay, ns
sky130_fd_sc_hd__clkdlybuf4s50_1       0.46
sky130_fd_sc_hd__and2_1                0.18
sky130_fd_sc_hd__ha_1                  0.22
sky130_fd_sc_hd__fa_1                  0.49
sky130_fd_sc_hd__ha_1                  0.16
sky130_fd_sc_hd__inv_1                 0.05
sky130_fd_sc_hd__fa_1                  0.47
sky130_fd_sc_hd__inv_1                 0.04
sky130_fd_sc_hd__ha_1                  0.19
sky130_fd_sc_hd__fa_1                  0.41
sky130_fd_sc_hd__a21o_1                0.19
sky130_fd_sc_hd__a21o_1                0.17
sky130_fd_sc_hd__clkdlybuf4s50_1       0.40
## cells in the final DEF, fill, tap and decap left out
master	Yosys	layout
sky130_fd_sc_hd__and2_1	14	14
sky130_fd_sc_hd__a21oi_1	1	1
sky130_fd_sc_hd__xnor2_2	0	1
sky130_fd_sc_hd__nand2_1	2	2
sky130_fd_sc_hd__a21o_1	5	5
sky130_fd_sc_hd__a21oi_2	3	3
sky130_fd_sc_hd__nor2_1	1	1
sky130_fd_sc_hd__ha_1	11	11
sky130_fd_sc_hd__xor2_2	0	1
sky130_fd_sc_hd__xor2_1	3	2
sky130_fd_sc_hd__clkdlybuf4s50_1	0	16
sky130_fd_sc_hd__xnor2_1	3	2
sky130_fd_sc_hd__o21ai_0	1	1
sky130_fd_sc_hd__fa_1	3	3
sky130_fd_sc_hd__nand2b_1	1	1
sky130_fd_sc_hd__nor2b_1	1	1
sky130_fd_sc_hd__inv_1	4	4
## metal layers
layer,GRT usage [%],routed length (um),vias up
li1,-,-,208
met1,4.57,501,178
met2,5.17,434,10
met3,1.10,102,0
met4,0,0,0
met5,0,0,-
## cell type report
type,instances,area [sq um]
Timing Repair Buffer,16,160
Fill cell,410,3000
Inverter,4,15.0
Tap cell,48,60.1
Multi-Input combinational cell,49,450
## worst max-delay path by stage
stage / from / depth (start not counted) / end / slack [ns]
CTS: A[0] / 13 / sum[6] / 0.12
global route: A[1] / 13 / sum[7] / 0.04
finish: A[1] / 13 / sum[7] / 0.20
## where the power goes
group	switching, W	internal (W)
combinational	0.0000241	0.0000415
sequential	0	0
clock	0	0
## cells by family after synthesis
logic type | after synthesis
buffers and inverters | 5
AND-OR/OR-AND | 10
adder cells (fa/ha/maj) | 14
XOR/XNOR | 6
AND/OR/NAND/NOR | 19
## through the flow
stage,power (W),instances
after global placement,0.0000643,117
after global routing,0.0000750,117
final,0.0000655,117
after CTS,0.0000657,117
after floorplan,0.0000299,54
after detailed placement,0.0000652,117
Power and IR drop assume default switching activity.
